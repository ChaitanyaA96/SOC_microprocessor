**design/flow/run.sh**
```bash
#!/bin/bash
# OpenROAD 26Q1-2900-gdf79404cd8, Yosys 0.63+post, stock flow scripts
make -C /OpenROAD-flow-scripts/flow DESIGN_CONFIG=/design/flow/config.mk WORK_HOME=/design/flow/orfs finish
```
**design/flow/config.mk**
```make
export PLATFORM = sky130hd
export DESIGN_NAME = ALU
export DESIGN_NICKNAME = ALU
export VERILOG_FILES = /design/flow/design.v
export SDC_FILE = /design/flow/constraint.sdc
export NUM_CORES = 4
export LEC_CHECK = 1
export CORE_UTILIZATION = 50
```
**design/flow/constraint.sdc**
```tcl
current_design ALU

set clk_period 30.6
set clk_io_pct 0.2

create_clock -name clk0 -period $clk_period

set non_clock_inputs [all_inputs -no_clocks]
set_input_delay [expr $clk_period * $clk_io_pct] -clock clk0 $non_clock_inputs
set_output_delay [expr $clk_period * $clk_io_pct] -clock clk0 [all_outputs]
```
**design/flow/design.v**
```verilog
module ALU (
    input wire [31:0] a,
    input wire [31:0] b,
    input wire [3:0] alu_ctrl,
    input wire [4:0] shamt,
    output reg [31:0] result,
    output wire zout
);
always @* begin
    case (alu_ctrl) 
        4'b0000: result = a + b;    
        4'b0010: result = a - b;    
        4'b0100: result = a & b;    
        4'b0101: result = ~(a | b);  
        4'b1010: result = (shamt == 0) ? b : (b << shamt); 
        4'b1011: result = (shamt == 0) ? b : (b >> shamt);  
        default: result = 32'hxxxx_xxxx;  
    endcase
end
assign zout = (result == 32'h0000_0000);
endmodule
```
==> impl_metrics.json <==
{
  "place_area_mm2": 0.0102,
  "min_path_cells": 6,
  "timing.fmax_mhz": 54.4,
  "grt_pass1_wl_mm": 64.9,
  "period_used_share": 0.600,
  "crit_chain": "clkdlybuf4s50_1 > nor4_1 > and3_1 > nand2_1 > nor2_1 > a21oi_1 > xnor2_1 > ha_1 > nand2_1 > o21ai_0 > a22oi_1 > a221o_1 > a2111o_1 > a211oi_1 > nand4_1 > nor4_2 > clkdlybuf4s50_1",
  "hold_start": "shamt[1]",
  "power_leakage_nw": 3.77,
  "ir_drop_uv": 21.8,
  "fp_util": 0.509,
  "dpl_worst_slack_ps": 12460,
  "ys_cells": 1294,
  "warnings": 35,
  "top_area_cell": "mux4_2",
  "slew_violations": 0,
  "synth_cell_types": 87,
  "area_delta_synth_final_pct": 11.5,
  "drt-initial-drc-count": 1646,
  "synth_top_area_share": 0.141,
  "crit_fanout": 13,
  "layout-drive-gt1-share": 0.125,
  "post_drt_wl_per_cell_um": 29.0,
  "grt_max_degree": 64,
  "grtUsageTotal": 0.484,
  "gp_congestion": 1.11,
  "cts_setup_buffers": 0,
  "regArea_um2": 0,
  "antenna_cells": 0,
  "area_leaders": "mux4_2 (14%), mux2i_1 (8.0%), nand2_1 (5.5%)",
  "flops": 0,
  "avgSynthCellArea_um2": 7.04,
  "overflow": 0,
  "rsz0062_at_grt": "false",
  "num_rows": 49,
  "final_area_mm2": 0.0102,
  "drv_cap": 0,
  "period_needed_ps": 18370,
  "ys_warn_count": 1,
  "place_inst": 1525,
  "fin_cells": 1525,
  "finalHoldViolCount": 0,
  "ys_seq_frac": 0,
  "relSlewSlack": 0.341,
  "syn_area_mm2": 0.00911,
  "first_pass_iters": 6,
  "post-route-util": 0.568,
  "cp-end-kind": "output port",
  "syn_inst": 1294,
  "die_w_um": 137,
  "antenna_found_initial": 1,
  "ioPinCount": 106,
  "route.vias.total": 11600,
  "post_drt_via_cell_ratio": 7.63,
  "wl_mm": 44.2,
  "status": "finished clean",
  "fill_cells": 1694,
  "drc": 0,
  "core_mm2": 0.0179,
  "die_area_mm2": 0.0188,
  "worstMarginPinSlew_ps": 988,
  "port_buffers": 106,
  "cp_data_required_time_ps": 24480,
  "crit_slowest_cell": "nor4_1",
  "cts_resized": 0,
  "total_power_mw": 0.221,
  "nClkBuffers": 0,
  "startpoint": "b[5]",
  "ys_area_mm2": 0.00911,
  "postCtsHoldBufs": 0,
  "timing.final.ws_setup_ps": 12230,
  "finalSetupViolCount": 0,
  "hold-worst-slack_ps": 13420,
  "critical_path_class": "primary input to output port",
  "ant_nets": 0,
  "critPathLaunchType": "primary input",
  "grt_pass1_vias": 10300,
  "slowest_delay_ps": 820,
  "die_h_um": 137,
  "fin_tns_setup_ps": 0,
  "hpwl_mm": 33.5,
  "cp_data_arrival_time_ps": 12250,
  "logic_area_mm2": 0.00841,
  "hold_path_class": "primary input to output port",
  "power_density_mw_per_mm2": 21.7
}
critical path: cells and delay by family:
kind	cells	cell delay, ps
and+or+nand+nor	7	2210
AOI/OAI and AO/OA	6	1950
buffers and inverters	2	1290
adders and majority gates	1	530
xor gates and xnor gates	1	140
layout by cell type (no fill, tap or decap), drive strengths merged, types with 12 or more instances in the layout:
| cell | count |
|---|---|
| mux2 | 32 |
| nand2 | 133 |
| nand4 | 25 |
| and2 | 14 |
| o21ai | 71 |
| nor4 | 18 |
| clkdlybuf4s50 | 102 |
| buf | 46 |
| mux2i | 73 |
| and3 | 12 |
| xor2 | 17 |
| nand3 | 37 |
| a21o | 21 |
| nand2b | 17 |
| nor3 | 49 |
| mux4 | 57 |
| o211ai | 23 |
| a21oi | 75 |
| a22oi | 19 |
| a31oi | 18 |
| a221oi | 13 |
| ha | 34 |
| inv | 26 |
| nor2b | 16 |
| xnor2 | 24 |
| a211oi | 28 |
| nor2 | 108 |
| or3 | 16 |
cells in the mapped netlist, types with 9 or more instances:
cell type,count
o32ai_1,9
o21ai_0,69
nor2b_1,16
a221oi_1,12
a31oi_1,18
a211oi_1,28
nand3_1,37
mux2i_1,73
buf_2,33
o311ai_0,10
nand2b_1,17
xor2_1,17
nand2_1,133
or4_1,9
mux4_2,57
nor3_1,49
o2111ai_1,9
a2111oi_0,10
mux2_2,32
and3_1,12
buf_1,12
a21o_1,21
nand4_1,25
and2_1,13
inv_1,24
a21oi_1,75
clkbuf_1,94
nor2_1,106
xnor2_1,24
a22oi_1,19
or3_1,16
o211ai_1,23
ha_1,34
nor4_1,15
o22ai_1,11
area by class of cell:
| cell class | count | share of cell area |
|---|---|---|
| timing repair buffer | 148 | 0.134 |
| multi-input combinational | 1122 | 0.828 |
| inverter | 26 | 0.00960 |
| tap | 229 | 0.0282 |
path summary, 6_finish.rpt:
path | end | slack [ps]
worst min-delay path | result[0] | 13420
worst max-delay path | zout | 12230
report_power, final:
part | total [mW] | internal (mW) | switching (mW)
combinational | 0.221 | 0.0934 | 0.128
clock | 0 | 0 | 0
sequential | 0 | 0 | 0
routing by layer:
layer | track usage | wire length (um)
met3 | 0.141 | 6150
met4 | 0.228 | 2820
met2 | 0.701 | 18400
met1 | 0.667 | 16800
met5 | 0 | 10
cells by family after synthesis:
kind of cell             count (synthesis)  share of synthesized area
AND/OR/NAND/NOR                        491                      0.272
AND-OR/OR-AND                          393                      0.300
buffers and inverters                  172                     0.0791
multiplexers                           162                      0.261
XOR/XNOR                                41                     0.0394
adder cells (fa/ha/maj)                 35                     0.0489
