`/design/flow/run.sh`:
```
#!/bin/bash
# OpenROAD 26Q1-2900-gdf79404cd8, Yosys 0.63+post, stock flow scripts
make -C /OpenROAD-flow-scripts/flow DESIGN_CONFIG=/design/flow/config.mk WORK_HOME=/design/flow/orfs finish
```
`/design/flow/config.mk`:
```
export PLATFORM = sky130hd
export DESIGN_NAME = next_pc
export DESIGN_NICKNAME = next_pc
export VERILOG_FILES = /design/flow/design.v
export SDC_FILE = /design/flow/constraint.sdc
export NUM_CORES = 4
export LEC_CHECK = 1
export CORE_AREA = 10 10 106 106
export DIE_AREA = 0 0 116 116
```
`/design/flow/constraint.sdc`:
```
current_design next_pc

set clk_period 13.5
set clk_io_pct 0.2

create_clock -name clk0 -period $clk_period

set non_clock_inputs [all_inputs -no_clocks]
set_input_delay [expr $clk_period * $clk_io_pct] -clock clk0 $non_clock_inputs
set_output_delay [expr $clk_period * $clk_io_pct] -clock clk0 [all_outputs]
```
`/design/flow/design.v`:
```
module next_pc(
    input [15:0] immediate16,
    input [25:0] immediate26,
    input [31:0] pc,
    input zero,
    input jump,
    input branch_on_eq,
    input branch_on_neq,
    output reg pc_src,
    output reg [31:0] target_address
);
    wire [31:0] sign_extended;
    wire [31:0] branch_target;
    wire [31:0] jump_target;
    assign sign_extended = {{16{immediate16[15]}}, immediate16};
    assign branch_target = pc + 1 + sign_extended;
    assign jump_target = {pc[31:28], immediate26, 2'b00};
    always @(*) begin
        if (jump == 1'b1) begin
            pc_src = 1'b1;
            target_address = jump_target;
        end
        else if (((branch_on_eq == 1'b1) && (zero == 1'b1)) || ((branch_on_neq == 1'b1) && (zero == 1'b0))) begin
            pc_src = 1'b1;
            target_address = branch_target;
        end
        else begin
            pc_src = 1'b0;
            target_address = 32'b0;   
        end
    end
endmodule
```
==> results.yml <==
# flow metrics
power:
  sw_frac_of_total_pct: 43.6
  netSwitchingPower_mw: 0.0619
  internal_power_mw: 0.0799
  ir_worst_vdd_mv: 0.0127
  power_density_mw_per_mm2: 43.5
  cellLeakagePower_nw: 1.33
timing:
  max_slew_margin_pct: 41.0
  tns_ps: 0
  worst_hold_slack_ps: 6350
  hold_viol_final: 0
  maxSlewViolCount: 0
  finalClockPeriodUsage_pct: 66.6
  rsz0062_at_grt: "false"
  tightest_slew_ps: 883
  final-setup-viol-count: 0
  final.min_clock_period_ps: 8990
  fmax_mhz: 111
synthesis:
  syn-mean-instance-area_um2: 7.52
  yosys_area_mm2: 0.00207
  synth_cell_types: 59
  yosys_cells: 275
  area_leaders: "ha_1, a22o_1, a21oi_1"
  yosys.area.top_type: "ha_1"
  synthCells: 275
  synth-seq-area-share_pct: 0
  top_cell_area_share_pct: 19.4
  yosysWarnings: 1
  netlist_area_mm2: 0.00207
worst_setup_path:
  path_class: "input port to primary output"
  critPathRequiredTime_ps: 10800
  worstSetupStartpointType: "input port"
  critPathArrivalTime_ps: 6290
  worstSetupStartpoint: "immediate16[15]"
  end_kind: "primary output"
  path_max_fanout: 22
  endpoint: "target_address[31]"
floorplanning:
  fp_util_pct: 23.4
  fp.dieW_um: 116
  dieArea_mm2: 0.0135
  num_io_pins: 111
  die_h_um: 116
  core_area_mm2: 0.00885
  std_cell_rows: 34
clock_tree:
  hold_buffers: 0
  ctsResizeCount: 0
  postCtsSetupBuffers: 0
job:
  warnings: 33
  cap_violations: 0
place:
  gp_congestion: 0.931
  io_buffers: 111
  dpl.hpwl_um: 6260
grt:
  grt_antenna_before_repair: 0
  grt.overflow.total: 0
  grt_pass1_wl_um: 11500
  grt_pass1_vias: 2387
  grtUsageTotal_pct: 10.3
  grt_max_degree: 36
routing:
  remaining_drc_errors: 0
  viasPerCell: 4.90
  wl_per_cell_um: 15.1
  postRouteAntennaNets: 0
  drt-initial-drc-count: 90
  dr_total_vias: 2391
  routed_wl_um: 7380
  dr.pass1.iters: 4
layout:
  nFillCells: 921
  flops: 0
  regArea_um2: 0
  postLayoutCoreUtil_pct: 36.8
  drive_gt1_share_pct: 4.49
  syn_to_final_growth_pct: 57.7
  clkbuf_count: 0
outcome:
  status: "finished, final reports clean"
hold_path:
  worst_hold_path_type: "input port to primary output"
## area by class of cell
type | instances | area (um^2) | share of cell area, %
antenna | 1 | 2.50 | 0.0767
tap | 108 | 135 | 4.14
inverter | 12 | 45.0 | 1.38
multi-input combinational | 254 | 1950 | 59.9
timing repair buffer | 113 | 1130 | 34.5
## cells by family (layout without fill, tap and decap cells)
group	after synthesis	after routing	synth area share (%)
other	0	1	0
XOR/XNOR	25	25	10.6
multiplexers	3	3	1.45
AND/OR/NAND/NOR	73	73	19.4
buffers and inverters	21	125	5.63
AND-OR/OR-AND	120	120	42.6
adder cells (fa/ha/maj)	33	33	20.3
## how the worst min path moves through the flow
stage | from | endpoint | cells after the start
CTS | immediate26[1] | target_address[3] | 4
global route | immediate26[1] | target_address[3] | 4
finish | immediate26[1] | target_address[3] | 4
## synthesized netlist by cell type, types with 5 or more instances
| library cell | number |
|---|---|
| a21oi_1 | 27 |
| a21o_1 | 8 |
| o21ai_0 | 13 |
| nor2_1 | 16 |
| nand2_1 | 16 |
| xnor2_1 | 15 |
| ha_1 | 32 |
| inv_1 | 12 |
| a22o_1 | 25 |
| clkbuf_1 | 5 |
| nand2b_1 | 6 |
| o21ai_1 | 8 |
| and3_1 | 6 |
| xor2_1 | 10 |
## per-stage QoR
step	setup WS (ps)	area (um^2)	power, mW	cells
finish	4510	3260	0.142	488
global route	4200	3260	0.157	487
CTS	4480	3260	0.143	487
detailed placement	4500	3260	0.142	487
global placement	4570	3260	0.143	487
floorplan	6070	2070	0.0811	275
## critical path, stage by stage
cell and delay [ps]:
clkdlybuf4s50_1 880, ha_1 690, nand2_2 130, nor4_4 300, inv_1 80, a211oi_2 200, o2111ai_1 180, a211o_1 320
and3_1 140, o211ai_1 170, clkdlybuf4s50_1 500
## power by group through the flow
stage    Combinational (mW)  Clock (mW)  Sequential [mW]
5_1_grt               0.157           0                0
4_1_cts               0.143           0                0
## routing by layer
metal / vias up / global-route usage, % / share of wire, % / wire, um
li1: 1280 / - / - / -
met1: 1052 / 13.7 / 47 / 3460
met2: 59 / 17.2 / 46 / 3410
met3: 0 / 2.30 / 6.8 / 501
met4: 0 / 0.584 / 0 / 0
met5: - / 0 / 0 / 0
## layout by cell type, fill, tap and decap left out, types with 2 or more instances in the layout
cell / instances
inv_1: 12
o21ai_1: 8
a21boi_0: 2
a32o_1: 2
o211ai_1: 2
o2111ai_1: 3
nand2b_1: 6
nand4_1: 2
nand3_1: 2
a211o_1: 2
a211oi_1: 2
or3_1: 3
xnor2_1: 15
o21bai_1: 3
and2_1: 4
clkdlybuf4s50_1: 111
buf_4: 2
nand2_1: 16
nor2b_1: 3
nor2_1: 16
mux2i_1: 3
o21ai_0: 13
nor3_1: 4
a31oi_1: 4
xor2_1: 10
ha_1: 32
a22o_1: 25
a21o_1: 8
a21o_2: 2
a21oi_1: 27
o31ai_1: 2
and3_1: 6
o21a_1: 2
Power and IR drop assume default switching activity.
